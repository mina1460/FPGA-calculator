### /design/flow/constraint.sdc
current_design binary_to_BCD

set clk_period 13.9
set clk_io_pct 0.2

create_clock -name clk0 -period $clk_period

set non_clock_inputs [all_inputs -no_clocks]
set_input_delay [expr $clk_period * $clk_io_pct] -clock clk0 $non_clock_inputs
set_output_delay [expr $clk_period * $clk_io_pct] -clock clk0 [all_outputs]
### /design/flow/config.mk
export PLATFORM = sky130hd
export DESIGN_NAME = binary_to_BCD
export DESIGN_NICKNAME = binary_to_BCD
export VERILOG_FILES = /design/flow/design.v
export SDC_FILE = /design/flow/constraint.sdc
export NUM_CORES = 4
export LEC_CHECK = 1
export CORE_UTILIZATION = 30
### /design/flow/design.v
`timescale 1ns / 1ps
module binary_to_BCD(input [13:0] number,input f, output reg [6:0] ones_sd, tens_sd,hunds_sd, thous_sd );
wire [13:0] v1,v2,v3,v4,n1,n2;
     assign v1 = number % 10;
     assign n1 = number / 10;
     assign v2 = n1 % 10;
     assign n2 = n1 / 10;
     assign v3 = n2 % 10;
     assign v4 = n2 / 10;
     always@(*)
     begin 
     case (v1)
               4'd0:ones_sd=7'b0000001;
               4'd1:ones_sd=7'b1001111;
               4'd2:ones_sd=7'b0010010;
               4'd3:ones_sd=7'b0000110;
               4'd4:ones_sd=7'b1001100;
               4'd5:ones_sd=7'b0100100;
               4'd6:ones_sd=7'b0100000;
               4'd7:ones_sd=7'b0001111;
               4'd8:ones_sd=7'b0000000;
               4'd9:ones_sd=7'b0000100;
               default: ones_sd=7'b1010101;
               endcase
               case (v3)
                   4'd0:hunds_sd=7'b0000001;
                   4'd1:hunds_sd=7'b1001111;
                   4'd2:hunds_sd=7'b0010010;
                   4'd3:hunds_sd=7'b0000110;
                   4'd4:hunds_sd=7'b1001100;
                   4'd5:hunds_sd=7'b0100100;
                   4'd6:hunds_sd=7'b0100000;
                   4'd7:hunds_sd=7'b0001111;
                   4'd8:hunds_sd=7'b0000000;
                   4'd9:hunds_sd=7'b0000100;
                   default: hunds_sd=7'b1010101;
                   endcase
                         if (~f) begin             
                  case (v4) 
                      4'd0:thous_sd=7'b0000001;
                      4'd1:thous_sd=7'b1001111;
                      4'd2:thous_sd=7'b0010010;
                      4'd3:thous_sd=7'b0000110;
                      4'd4:thous_sd=7'b1001100;
                      4'd5:thous_sd=7'b0100100;
                      4'd6:thous_sd=7'b0100000;
                      4'd7:thous_sd=7'b0001111;
                      4'd8:thous_sd=7'b0000000;
                      4'd9:thous_sd=7'b0000100;
                      default:thous_sd=7'b1010101;
                      endcase
                      end
                      else thous_sd=7'b1111110;
                       case (v2)
                      4'd0:tens_sd=7'b0000001;
                      4'd1:tens_sd=7'b1001111;
                      4'd2:tens_sd=7'b0010010;
                      4'd3:tens_sd=7'b0000110;
                      4'd4:tens_sd=7'b1001100;
                      4'd5:tens_sd=7'b0100100;
                      4'd6:tens_sd=7'b0100000;
                      4'd7:tens_sd=7'b0001111;
                      4'd8:tens_sd=7'b0000000;
                      4'd9:tens_sd=7'b0000100;
                      default: tens_sd=7'b1010101;
                       endcase
           end
endmodule
### /design/flow/run.sh
#!/bin/bash
# OpenROAD 26Q1-2900-gdf79404cd8, Yosys 0.63+post, stock flow scripts
make -C /OpenROAD-flow-scripts/flow DESIGN_CONFIG=/design/flow/config.mk WORK_HOME=/design/flow/orfs finish
==> reports/notes.md <==
On the worst path, the slowest cell contributes a delay of 0.61 ns. Summed over all layers, the global routing overflow is 0. The final layout reports a setup TNS of 0 ns. The startpoint-to-endpoint class of the critical path is input port to output port.

Startpoint of the worst setup timing path: number[12]. The run gives 1139 as the yosys cell count. The logs give 0.970% for the global-route met3 utilization and 8885 for the via count of the first global-routing pass. The routed layout has 10300 vias.

STA puts the critical path data arrival time at 11.04 ns. For the number of detailed-routing iterations run before antenna repair, the log shows 5. The run finished with clean final reports. The last timing report of the flow puts the setup violation total at 0. The run gives 0.0111 mm^2 as the placed cell area. The run gives 26900 um for the post-detailed-routing wire length.

The critical-path cell with the highest stage delay is sky130_fd_sc_hd__o21ai_0. With the pin count of the biggest net entering global routing at 25, the overall track demand over capacity in global routing is 20.3%. After filler insertion, the fill cell instance count of the layout stands at 2056.

The analysis attributes to cell leakage a power of 5.38 nW. Number of core rows: 56. The tools report the endpoint of the worst setup timing path as ones_sd[6]. The count of input and output buffers was 43; the final standard cell utilization of the core was 52.8%. The kind of start point of the critical path was an input port. In this run the VDD rail shows a maximum IR drop of 0.157 mV. In this run the vertical extent of the chip is 159 um. The most common logic cells in the final layout are 419 x sky130_fd_sc_hd__buf_4, 111 x sky130_fd_sc_hd__nand2_1, 105 x sky130_fd_sc_hd__nor2_1. The logs give 0.0126 mm^2 for the summed area of non-filler cells in the final layout and 0 for the number of antenna violations at the first check in global routing. The effective utilization at floorplan was 30.9%; the share of the clock period used by the worst path after layout was 99.4%. The worst hold slack across all endpoints is 6.28 ns, and the biggest fanout along the worst timing path is 6.

In the Yosys report, the sequential cells make up 0% of the chip area. The logs give a warning total of 55. The switching portion of total power is 48.9%. According to the Yosys statistics, the synthesized design has a chip area of 0.00735 mm^2.

After the first detailed-routing iteration, the DRC count stood at 686. The number of routed nets with antenna violations was 0; the maximum operating frequency was 72.4 MHz. For the combinational group share of total power, the log shows 100.0%.

Per the run report, area growth between synthesis and finish was 70.8%. The design has 0 sequential cells. The cell type with the highest aggregate area in the netlist was sky130_fd_sc_hd__nor2_1. For the met1 track demand over resource in global routing, the log shows 29.2%. After layout, the design draws a total of 2.75 mW. The share of cells above drive strength 1 was 44.5%.

The number of buffers added to fix hold violations after cts is 0. In this design, the critical path's most frequently occurring cell is sky130_fd_sc_hd__buf_4. Final max-slew violation count: 0. The cell area that synthesis handed to floorplanning was 0.00735 mm^2.

Of the post-synthesis cell area, the dominant cell type holds 6.18%. In the synthesized netlist, the number of instances is 1139. The clock period minus worst slack is 13.82 ns, and the worst slew slack as a fraction of its limit is 48.5%.

Registers are responsible for 0% of the overall power. With the routed length per instance at 14.3 um, the HPWL after detailed placement is 20700 um. The average instance in the mapped netlist occupies 6.45 um^2. The run gives 34.1% as the met2 usage. Number of warnings issued by yosys: 1. Summed over all nets, the switching power comes to 1.34 mW.

The worst setup path is captured at an output port. The first global-routing pass estimated 42100 um of wire. The main area contributors are sky130_fd_sc_hd__nor2_1 6.2%, sky130_fd_sc_hd__nand2_1 6.0%, sky130_fd_sc_hd__ha_1 6.0%. The gate-level netlist out of Yosys references 110 unique cell types.

The flow reports that the clock network draws 0% of the design power. The region available for standard cell placement spans 0.0238 mm^2. The most critical min-delay path falls under input port to output port.

Across the whole layout, storage elements account for 0 um^2. The run gives 0.764 ns for the transition at the pin with the smallest max-transition slack. The required time at the worst endpoint is listed as 11.12 ns. Global routing put the most usage on met2.

Cell internal power was estimated by the tool at 1.41 mW. According to the floorplan report, the die width is 159 um. According to the I/O placement log, the pin count is 43. For this run, the script counts the antenna cells in the layout as 0.

Clock buffers in the final layout number 0. The tool flagged a number of max-cap violations equal to 0. After detailed routing, the number of vias per cell comes to 5.47.

The final weighted congestion in routability-driven placement came out at 0.958. The final timing report lists a hold violation count of 0. Setup repair after global routing could not meet its margin everywhere. By instance count after routing, the leading logic cell type is sky130_fd_sc_hd__buf_4. The run gives 0.0251 mm^2 as the area enclosed by the die boundary.

Dividing total power by cell area gives a power density of 219 mW/mm^2. The DRC violation total left in the routed layout is recorded as 0.
[critical path: cells and delay by family]
family                   cells  cell delay, ns
buffers and inverters       13            2.01
AND-OR/OR-AND                9            1.75
multiplexers                 2            0.45
adder cells (fa/ha/maj)      2            0.47
XOR/XNOR                     1            0.11
AND/OR/NAND/NOR             14            3.47
[power groups by stage]
stage	Clock (mW)	Sequential, mW	Combinational (mW)
4_1_cts	0	0	2.42
5_1_grt	0	0	2.98
6_report	0	0	2.75
[timing repair]
item	in CTS	in global routing
resized	112	167
endpoints found under the setup margin	27	27
gates cloned	0	0
pin swaps	43	46
setup buffers	22	35
[synth_stat cells (6+ instances only)]
cell                          n
sky130_fd_sc_hd__nor2_1     121
sky130_fd_sc_hd__nand2_1    118
sky130_fd_sc_hd__o21ai_0     78
sky130_fd_sc_hd__a21oi_1     68
sky130_fd_sc_hd__nor3_1      48
sky130_fd_sc_hd__inv_1       40
sky130_fd_sc_hd__clkbuf_1    38
sky130_fd_sc_hd__nand3_1     38
sky130_fd_sc_hd__ha_1        35
sky130_fd_sc_hd__xnor2_1     34
sky130_fd_sc_hd__nand2b_1    26
sky130_fd_sc_hd__buf_2       20
sky130_fd_sc_hd__and3_1      19
sky130_fd_sc_hd__a31oi_1     18
sky130_fd_sc_hd__and2_1      18
sky130_fd_sc_hd__mux2i_1     18
sky130_fd_sc_hd__o211ai_1    17
sky130_fd_sc_hd__xor2_1      17
sky130_fd_sc_hd__nand4_1     16
sky130_fd_sc_hd__nor4_1      16
sky130_fd_sc_hd__a211oi_1    15
sky130_fd_sc_hd__o21ai_1     14
sky130_fd_sc_hd__nor3b_1     12
sky130_fd_sc_hd__o21a_1      12
sky130_fd_sc_hd__or3_1       12
sky130_fd_sc_hd__a211o_1     10
sky130_fd_sc_hd__mux2_2      10
sky130_fd_sc_hd__o22ai_1     10
sky130_fd_sc_hd__maj3_1       9
sky130_fd_sc_hd__nor2b_1      9
sky130_fd_sc_hd__or4_1        9
sky130_fd_sc_hd__a21o_1       8
sky130_fd_sc_hd__a311oi_1     8
sky130_fd_sc_hd__a41oi_1      8
sky130_fd_sc_hd__a31o_2       7
sky130_fd_sc_hd__o2111ai_1    7
sky130_fd_sc_hd__or2_2        7
sky130_fd_sc_hd__a2111oi_0    6
sky130_fd_sc_hd__a221oi_1     6
sky130_fd_sc_hd__a22oi_1      6
sky130_fd_sc_hd__o211a_1      6
sky130_fd_sc_hd__or2_1        6
[kinds of logic (layout without fill, tap and decap cells)]
group / count (synthesis) / count (layout) / synth area share [%]
AND/OR/NAND/NOR: 513 / 513 / 36.8
buffers and inverters: 111 / 539 / 6.42
XOR/XNOR: 54 / 54 / 6.89
adder cells (fa/ha/maj): 44 / 44 / 7.18
AND-OR/OR-AND: 387 / 387 / 38.1
multiplexers: 30 / 30 / 4.60
[worst min path at each step]
| stage | startpoint | endpoint | slack, ns | cells after the start |
|---|---|---|---|---|
| 4_1_cts | f | thous_sd[0] | 6.59 | 3 |
| 6_report | f | thous_sd[0] | 6.28 | 3 |
| 5_1_grt | f | thous_sd[0] | 6.33 | 3 |
[layer usage]
| layer | vias to the layer above | part of all wire [%] |
|---|---|---|
| li1 | 5198 | - |
| met1 | 4774 | 47 |
| met2 | 304 | 47 |
| met3 | 42 | 4.8 |
| met4 | 0 | 1.6 |
| met5 | - | 0 |
[final cells by class]
| class | count | area (um^2) | area share, % |
|---|---|---|---|
| Timing Repair Buffer | 494 | 3960 | 31.6 |
| Tap cell | 319 | 399 | 3.18 |
| Inverter | 45 | 174 | 1.39 |
| Multi-Input combinational cell | 1028 | 8020 | 63.9 |
[per-stage QoR]
| step | cells | worst slack (ns) |
|---|---|---|
| floorplan | 1139 | 0.00773 |
| global placement | 1829 | -0.655 |
| detailed placement | 1829 | -0.693 |
| CTS | 1851 | -0.0303 |
| global route | 1886 | -0.292 |
| finish | 1886 | 0.0799 |
Power and IR drop assume default switching activity.
