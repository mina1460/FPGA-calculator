## design/flow/config.mk

```make
export PLATFORM = sky130hd
export DESIGN_NAME = rising_edge
export DESIGN_NICKNAME = rising_edge
export VERILOG_FILES = /design/flow/design.v
export SDC_FILE = /design/flow/constraint.sdc
export NUM_CORES = 4
export LEC_CHECK = 1
export CORE_AREA = 10 10 70 70
export DIE_AREA = 0 0 80 80
```

## design/flow/constraint.sdc

```tcl
current_design rising_edge

set clk_period 1.0
set clk_io_pct 0.2

create_clock -name clk0 -period $clk_period [get_ports {clk}]

set non_clock_inputs [all_inputs -no_clocks]
set_input_delay [expr $clk_period * $clk_io_pct] -clock clk0 $non_clock_inputs
set_output_delay [expr $clk_period * $clk_io_pct] -clock clk0 [all_outputs]
```

## design/flow/design.v

```verilog
`timescale 1ns / 1ps
module rising_edge (input clk, reset, x, output z);
reg [1:0] current_state, next_state; 
parameter [1:0] S0 = 2'b00, S1 = 2'b01, S2 = 2'b10;
always @(x, current_state)
    case (current_state)
        S0: if(x) next_state = S1;
      else next_state = S0;
        S1: if(x) next_state = S2;
    else next_state = S0;
        S2: if(x) next_state = S2;
    else next_state = S0;
    endcase 
always @(posedge clk, posedge reset)
begin
    if(reset) current_state <= S0;
    else current_state <= next_state;
end
assign z = (current_state == S1);
endmodule
```

## design/flow/run.sh

```bash
#!/bin/bash
# OpenROAD 26Q1-2900-gdf79404cd8, Yosys 0.63+post, stock flow scripts
make -C /OpenROAD-flow-scripts/flow DESIGN_CONFIG=/design/flow/config.mk WORK_HOME=/design/flow/orfs finish
```

==> impl_metrics.tcl <==
# metrics dict for downstream scripts
set metrics [dict create \
    die_y_microns 80 \
    pre_cts_ws_ns -0.229 \
    crit_chain "inv_1 -> ha_2 -> buf_2" \
    max_freq_ghz 0.925 \
    ys.flops 4 \
    rsz0062_at_grt "yes" \
    yosysWarnings 1 \
    globalRouteMet2Util 0.00883 \
    ys_top_cells_by_area "dfrtp_1, dlxtn_1, ha_1" \
    failed_checks "negative setup slack" \
    hold_buffers 0 \
    dr.pass1.iters 1 \
    grt_max_degree 3 \
    tritoncts "done" \
    fp.coreArea_sq_um 3420 \
    drt_iter0_drc 0 \
    grt_pass1_wl_microns 400 \
    power_frac_seq 0.304 \
    warnings 28 \
    slew_viol_final 0 \
    untimed_endpoints 4 \
    maxCapViolations 0 \
    postRouteAntennaNets 0 \
    unclocked_pins 2 \
    worst-setup-path-type "reg -> out" \
    drive_gt1_frac 0.471 \
    final_util 0.0714 \
    p_int_w 0.000223 \
    top_usage_layer "met1" \
    fin_crit_ns 1.08 \
    port_buffers 3 \
    hp-class "in -> async" \
    drc 0 \
    cp_data_required_time_ns 0.80 \
    yosysChipArea_sq_um 129 \
    die_w_microns 80 \
    vias 83 \
    synthDominantCellAreaShare 0.388 \
    slowest_stage "dfrtp_1" \
    syn-instance-count 10 \
    via_per_inst 1.32 \
    routabilityCongestion 0.636 \
    p_per_area_nw_per_um2 1110 \
    pwr-share-comb 0.044 \
    crit_path_start_kind "flop" \
    cts-root-buf "clkbuf_4" \
    tns_ns -0.0810 \
    max_stage_delay_ns 0.36 \
    rows 21 \
    cts_buffers 3 \
    cts_max_level 1 \
    clkTransAtPathRegs_ns 0.03 \
    holdWs_ns 0.126 \
    syn_avg_cell_area_sq_um 12.9 \
    finalNonFillerCells 63 \
    wl_microns 272 \
    syn_area_sq_um 129 \
    ys_cells 10 \
    use_met1 0.0106 \
    tightest_slew_ns 0.0908 \
    fp_util 0.0377 \
    chipArea_sq_um 6400 \
    end_kind "output port" \
    area_growth_pct 89.3 \
    p_leak_nw 0.104 \
    clkPwrFrac 0.652 \
    wl_per_cell_microns 4.32 \
    overflow 0 \
    top_area_cell "dfrtp_1" \
    use_met3 0.00909 \
    grt_pass1_vias 90 \
    vdd_drop_max_mv 0.168 \
    outcome "finished with violations" \
    power_switching_w 0.0000477 \
    ioPinCount 4 \
    path_max_fanout 2 \
    finalWorstSetupSlack_ns -0.0810 \
    relSlewSlack 0.939 \
    arrival_ns 0.88 \
    grt_use_total 0.00903 \
    grt_antenna_before_repair 0 \
    finalCritPeriodShare 1.08 \
    place_inst 59 \
    fillers 420 \
    switching_share 0.176 \
    hold_violations 0 \
    setup_viol_count_final 1 \
    cts_buffer_depth 2 \
    num_antenna_cells 0 \
    ys_types 6 \
]
## state kept, by name, indices dropped and copies added, names as in the netlist
name           count
current_state      2
next_state         2
## critical path, delay by kind of cell, from the launching register on
| family | cells | cell delay (ns) |
|---|---|---|
| buf+inv | 2 | 0.16 |
| fa+ha+maj | 1 | 0.14 |
| flops | 1 | 0.36 |
## layer usage
metal  routed length, microns  part of all wire  up-vias
met5                        0                 0        -
met4                        0                 0        0
met3                       21             0.077        0
met2                      105              0.39        3
met1                      145              0.53       36
li1                         -                 -       44
## layout by cell type (no fill, tap or decap), drive strengths merged
cell           instances
and2b                  1
dfrtp                  2
buf                    2
ha                     2
and2                   1
inv                    2
dlxtn                  2
clkdlybuf4s50          2
clkbuf                 3
## Yosys cell counts
master and n:
inv_1 2, dfrtp_1 2, dlxtn_1 2, and2_2 1, and2b_2 1, ha_1 2
## worst max-delay path by stage
| stage | start | slack (ns) | end |
|---|---|---|---|
| CTS | current_state[1] | -0.10 | z |
| global route | current_state[1] | -0.14 | z |
| finish | current_state[1] | -0.08 | z |
## what timing repair did
action / CTS / global route
pin swaps: 0 / 0
resized: 5 / 0
cloned: 0 / 0
setup endpoints to repair: 1 / 1
setup buffers: 1 / 0
## area by class of cell
cell class | count | area, sq um | area share
sequential | 4 | 80.1 | 0.328
timing repair buffer | 4 | 32.5 | 0.133
tap | 46 | 57.6 | 0.236
inverter | 2 | 7.51 | 0.0308
clock buffer | 3 | 22.5 | 0.0923
multi-input combinational | 4 | 43.8 | 0.179
## power by group through the flow
stage	combinational, W	clock (W)	sequential, W
CTS	0.0000120	0.000194	0.0000824
global route	0.0000128	0.000198	0.0000824
finish	0.0000118	0.000177	0.0000825
## stage by stage
step	total power, W	instance area, sq um
after global routing	0.000293	244
after floorplan	0.0000868	129
after detailed placement	0.0000954	216
after global placement	0.0000953	216
final	0.000271	244
after CTS	0.000288	244
## cell families (layout without fill, tap and decap cells)
group | Yosys count | count (layout) | synth area share
adders and majority gates | 2 | 2 | 0.194
DFF | 2 | 2 | 0.388
and+or+nand+nor | 2 | 2 | 0.126
buffers and inverters | 2 | 9 | 0.0583
latches | 2 | 2 | 0.233
No activity file was given, so power comes from the tool's default toggle rates.
