==> /design/flow/design.v <==
`timescale 1ns / 1ps
module clk_div (input clkin, reset, output reg clk);
reg [31:0] counter_clk_div; 
    always @(posedge clkin, posedge reset)
    begin 
        if(reset) begin 
            counter_clk_div <= 0;
            clk <= 0;     
        end
        else if (counter_clk_div == 32'd49999)
            begin 
                counter_clk_div <= 0;
                clk <= ~clk; 
            end
    else counter_clk_div = counter_clk_div + 1;        
    end
endmodule
module manager(input clkin, reset, add, subtract, multiply, divide, b1, b2, b3, b4, b5, output reg [3:0] enable, output reg [6:0] shuffle_led_output, output reg decimal);
reg [1:0] led_counter;
reg [6:0] disp_result; 
   wire [6:0] output1, output2, output3, output4, output5, ones_sd , tens_sd , hunds_sd , thous_sd;
   wire clk;
   clk_div c1(clkin, reset, clk);
    wire [3:0] num1, num2, num3, num4;
   input_handling button1 (clk, reset, b1, output1, num1);
   input_handling button2 (clk, reset, b2, output2, num2);
   input_handling button3 (clk, reset, b3, output3, num3);
   input_handling button4 (clk, reset, b4, output4, num4);
reg [13:0] result;
wire [6:0] v1, v2, v3, v4;
    always @(posedge clk, posedge reset)
        begin 
         if(reset)
            led_counter <= 2'd0;
         else   
            led_counter <= led_counter + 1;
        end
        reg [6:0] temp;
    always @(*)
        begin 
            case(led_counter)
            2'd0: begin 
                 enable = 4'b1110;
                 temp =  output1; 
                 disp_result =  v1;
                 decimal = 1;
            end
            2'd1: begin enable = 4'b1101;
               temp =  output2;         
               if (b5) decimal = 1 ;
               else decimal = 0;
               disp_result =  v2;
            end
            2'd2: begin enable = 4'b1011;
               temp =  output3;  
               decimal = 1;
               disp_result =  v3;
            end
            2'd3: begin enable = 4'b0111; 
               temp =  output4;
               decimal = 1;
               disp_result =  v4;
            end
            endcase
            end
    always @(*)
            begin
            case (b5)
               1'b1:   shuffle_led_output = disp_result;
               1'b0:   shuffle_led_output = temp;
            endcase 
     end
reg [9:0] midway1, midway2;
reg f;
always @(add, subtract, multiply, divide)
    begin 
    midway1 = (num1 * 4'd10);
    midway2 = (num3 * 4'd10);
        if(add) begin
            result = num2 + midway1 + num4 + midway2;
            f=0;
            end
        if(subtract)begin
        if (num2 + midway1 >=(num4 + midway2))begin
              result = num2 + midway1 - (num4 + midway2);
              f=0;
              end
        else begin
        result = -(num2 + midway1) + (num4 + midway2);
        f=1;
        end 
              end
        if(multiply) begin
            result = (num2 + midway1) * (num4 + midway2);
            f=0;
       end
        if (divide)begin
            result = (num2 + midway1) / (num4 + midway2);
           f=0;
      end
    end
binary_to_BCD b2b (result,f, v4, v3, v2 , v1);
endmodule
==> /design/flow/run.sh <==
#!/bin/bash
# OpenROAD 26Q1-2900-gdf79404cd8, Yosys 0.63+post, stock flow scripts
make -C /OpenROAD-flow-scripts/flow DESIGN_CONFIG=/design/flow/config.mk WORK_HOME=/design/flow/orfs finish
==> /design/flow/config.mk <==
export PLATFORM = sky130hd
export DESIGN_NAME = clk_div
export DESIGN_NICKNAME = clk_div
export VERILOG_FILES = /design/flow/design.v
export SDC_FILE = /design/flow/constraint.sdc
export NUM_CORES = 4
export LEC_CHECK = 1
export CORE_AREA = 10 10 105 105
export DIE_AREA = 0 0 115 115
==> /design/flow/constraint.sdc <==
current_design clk_div

set clk_period 5.7
set clk_io_pct 0.2

create_clock -name clk0 -period $clk_period [get_ports {clkin}]

set non_clock_inputs [all_inputs -no_clocks]
set_input_delay [expr $clk_period * $clk_io_pct] -clock clk0 $non_clock_inputs
set_output_delay [expr $clk_period * $clk_io_pct] -clock clk0 [all_outputs]
==> out/results.txt <==
CP max FO -> 2
Logic pwr share -> 0.013
Finished Layout Cells -> 259
Synth Warn # -> 1
Init Core Util -> 0.184
CP Data Arrival Time -> 1110 ps
VDD IR max -> 176 µV
CP max stage delay -> 470 ps
WL final -> 2690 µm
Final TNS setup -> 0 ps
Final min period -> 2250 ps
Worst EP required -> 4560 ps
Number of routed nets with antenna violations -> 0
TritonCTS clock tree -> yes
Stage-log warning count -> 25
Port Buffers -> 2
Initial DRC Count -> 71
Die area -> 13,200 µm²
Min Hold Slack -> 474 ps
# Max-Cap Violations -> 0
Slew @ Worst Pin -> 609 ps
Core area -> 8760 µm²
Root Driver -> clkbuf_8
PwrDens -> 226 nW/µm²
Buffers and inverters on the worst path -> 1
Clk latency late pin -> 290 ps
Post-synth top area cell -> dfrtp_1
Cell Type Count -> 25
Cell leakage power -> 0.811 nW
Ordered list of cells on the worst path -> clkdlybuf4s50_1
Clock Sinks -> 33
F_max -> 445 MHz
Crit path depth -> 1
Setup violations, final -> 0
Grt ovf -> 0
H-Tree Level Count -> 2
Synthesized cell area -> 1610 µm²
Vias in the first global route -> 1,015
Worst setup EP type -> output pin
Final Max-Slew Violation Tally -> 0
Sw frac -> 0.204
DIE WIDTH -> 115 µm
Initial antenna violation count -> 0
Area figure in the yosys stat output -> 1610 µm²
Number of setup buffers added after CTS -> 0
Dpl hpwl -> 1750 µm
Synth flops -> 33
Area grow syn2layout -> 14.5%
Area leader share -> 0.513
Largest net degree at the start of global routing -> 34
Ant diodes -> 0
Int Power -> 0.000331 W
Crit path kind -> flop to output pin
Clk buf depth -> 2
Crit-path leading delay family -> buffers and inverters
Seq share, synth -> 0.513
NetSw -> 0.0000847 W
Drt drc -> 0
Share of cells above drive strength 1 -> 0.0927
Min-delay worst type -> flop to flop
Placer Congestion -> 0.786
Cycle use final -> 0.394
TritonCTS Buffers -> 5
Core Rows -> 34
CTS clk-pin slew, worst paths -> 60 ps
Syn Inst Count -> 143
Status -> completed
Relative slew slack -> 0.591
Final Skew -> 6.58 ps
Worst R2R Path Depth -> 5
DR pass1 iterations -> 4
Ranking of synthesized cells by area -> dfrtp_1, xnor2_1, nand4_1, nand3_1, nor4_4
# IOs -> 3
Final hold violations -> 0
Worst hold stages -> 1
Aggregate global-route resource usage -> 0.0430
First-pass GRT wire length -> 4790 µm
CP max stage cell -> clkdlybuf4s50_1
Post-cts hold buffer count -> 0
Placed Cells -> 252
Number of fill cells -> 954
Yosys stat cell total -> 143
Die Height -> 115 µm
Clk pwr share -> 0.423
Synth Area per Inst -> 11.3 µm²
Drt wl/cell -> 10.4 µm
Unrepaired setup endpoints after global routing -> false
Cts repair resizes -> 0
Via count -> 1,037
DR vias/cell -> 4.00
Flop pwr share -> 0.563
Crit start category -> flop
cells in the mapped netlist:
master    count
nor4_1        4
nor4_2        1
nand4_2       1
ha_1          1
nor3_1        5
nand4_1      13
dfrtp_1      33
nor4b_1       1
and2_1        3
a21oi_1       1
nor2b_1       1
and3_1        6
xnor2_1      23
nand3_1      13
buf_6         1
nor2_1       12
inv_1         5
clkbuf_1      1
nand3_4       1
nor3_4        1
nor4_4        3
nand2_1       4
xor2_1        7
and4_1        1
o21ba_1       1
cell usage in the layout, fill, tap and decap left out:
| cell type | Yosys | final |
|---|---|---|
| a21oi_1 | 1 | 1 |
| and2_1 | 3 | 3 |
| and3_1 | 6 | 6 |
| and4_1 | 1 | 1 |
| buf_4 | 0 | 1 |
| clkbuf_1 | 1 | 1 |
| clkbuf_8 | 0 | 6 |
| clkdlybuf4s50_1 | 0 | 2 |
| dfrtp_1 | 33 | 33 |
| ha_1 | 1 | 1 |
| inv_1 | 5 | 5 |
| nand2_1 | 4 | 4 |
| nand3_1 | 13 | 13 |
| nand3_4 | 1 | 1 |
| nand4_1 | 13 | 13 |
| nand4_2 | 1 | 1 |
| nor2_1 | 12 | 12 |
| nor2b_1 | 1 | 1 |
| nor3_1 | 5 | 5 |
| nor3_4 | 1 | 1 |
| nor4_1 | 4 | 4 |
| nor4_2 | 1 | 1 |
| nor4_4 | 3 | 3 |
| nor4b_1 | 1 | 1 |
| o21ba_1 | 1 | 1 |
| xnor2_1 | 23 | 23 |
| xor2_1 | 7 | 7 |
sequential cells by signal (all words and copies together), names as in the netlist:
signal,cells
counter_clk_div,32
clk,1
logic make-up (layout without fill, tap and decap cells):
kind of cell             count (synthesis)  count (layout)  share of synthesized area
AND-OR/OR-AND                            2               2                    0.00933
XOR/XNOR                                30              30                      0.163
adder cells (fa/ha/maj)                  1               1                    0.00777
buffers and inverters                    7              15                     0.0210
flip-flops                              33              33                      0.513
AND/OR/NAND/NOR                         70              70                      0.285
power by group through the flow:
stage / Combinational (W) / Sequential (W) / Clock (W)
4_1_cts: 0.00000603 / 0.000234 / 0.000184
6_report: 0.00000560 / 0.000234 / 0.000176
5_1_grt: 0.00000652 / 0.000234 / 0.000194
through the flow:
step | total power [W] | utilization | setup slack [ps] | area (µm²)
floorplan | 0.000242 | - | 3840 | 1610
global placement | 0.000245 | 0.200 | 3750 | 1760
detailed placement | 0.000245 | 0.200 | 3750 | 1760
CTS | 0.000424 | 0.210 | 3430 | 1840
global route | 0.000435 | 0.210 | 3400 | 1840
finish | 0.000416 | 0.210 | 3450 | 1840
final cells by class:
cell class / instances / area (µm²) / share of cell area
clock buffers: 7 / 86.3 / 0.0468
well taps: 108 / 135 / 0.0733
inverters: 5 / 18.8 / 0.0102
repair buffers: 3 / 27.5 / 0.0149
multi-input cells: 103 / 749 / 0.407
flip-flops and latches: 33 / 826 / 0.448
metal layers:
| metal | up-vias | global-route usage | wire length [µm] |
|---|---|---|---|
| met1 | 496 | 0.0638 | 1370 |
| met2 | 16 | 0.0612 | 1130 |
| met5 | - | 0 | 0 |
| li1 | 520 | - | - |
| met4 | 0 | 0.00825 | 63 |
| met3 | 5 | 0.0127 | 125 |
path summary, 6_finish.rpt:
kind,start,to,slack [ps]
max in group asynchronous,reset,counter_clk_div[24],4150
worst max-delay path,clk,clk,3450
worst min register to register,clk,clk,470
worst min-delay path,clk,clk,470
worst max register to register,counter_clk_div[0],counter_clk_div[30],3810
min in group asynchronous,reset,counter_clk_div[26],1240
Power is estimated from default activity; no workload was simulated.
